==> flow/design.v <==
module mainALU #(parameter ALUw = 32) (
    output [(ALUw-1):0] outALU,  
    input  [(ALUw-1):0] inALUa, inALUb,  
    input  [3:0] ALUSel  
);
    reg  [(ALUw-1):0] finalALU;
    wire [(ALUw-1):0] opADD, opSUB, opMULh, opMULt;
    ALU_addSub #(ALUw) calcSum(opADD, inALUa, inALUb, 1'b0);
    ALU_multiplyU #(ALUw) calcMul({opMULh, opMULt}, inALUa, inALUb);
    ALU_addSub #(ALUw) calcSub(opSUB, inALUa, inALUb, 1'b1);
    always@(*) begin
        case(ALUSel)
            4'b0000:   finalALU = opADD;
            4'b0001:   finalALU = inALUa & inALUb;
            4'b0010:   finalALU = inALUa | inALUb;
            4'b0011:   finalALU = inALUa ^ inALUb;
            4'b0100:   finalALU = (inALUa >> inALUb[4:0]); 
            4'b0101:   finalALU = ($signed(inALUa) >>> inALUb[4:0]);
            4'b0110:   finalALU = (inALUa << inALUb[4:0]);
            4'b0111:   finalALU = ({31'b0, ((inALUa < inALUb) ? 1'b1: 1'b0)});
            4'b1010:   finalALU = opMULt;  
            4'b1011:   finalALU = opMULh;  
            4'b1100:   finalALU = opSUB;
            4'b1101:   finalALU = inALUb;
            default:   finalALU = 32'b0;
        endcase
    end
    assign outALU = finalALU;
endmodule
module ALU_addSub #(parameter adderW = 32)(
    output [(adderW-1):0]sumOUT,
    input  [(adderW-1):0]adderA, adderB,
    input  addOrSub
);
    reg [(adderW-1):0]addSubRes;
    always@(*) begin
        if (addOrSub == 1'b0) begin
            addSubRes = adderA + adderB;
        end else begin
            addSubRes = adderA - adderB;
        end 
    end
        assign sumOUT = addSubRes;
endmodule
module ALU_multiplyU #(parameter mulW = 32) (
    output reg [((2*mulW)-1):0] mulOUT,
    input  [(mulW-1):0] mulA, mulB
);
    always@(*) begin
        mulOUT = mulA * mulB;
    end
endmodule
==> flow/run.sh <==
#!/bin/bash
# OpenROAD 26Q1-2900-gdf79404cd8, Yosys 0.63+post, stock flow scripts
make -C /OpenROAD-flow-scripts/flow DESIGN_CONFIG=/design/flow/config.mk WORK_HOME=/design/flow/orfs finish
==> flow/config.mk <==
export PLATFORM = sky130hd
export DESIGN_NAME = mainALU
export DESIGN_NICKNAME = mainALU
export VERILOG_FILES = /design/flow/design.v
export SDC_FILE = /design/flow/constraint.sdc
export NUM_CORES = 4
export LEC_CHECK = 1
export CORE_UTILIZATION = 40
==> flow/constraint.sdc <==
current_design mainALU

set clk_period 29.4
set clk_io_pct 0.2

create_clock -name clk0 -period $clk_period

set non_clock_inputs [all_inputs -no_clocks]
set_input_delay [expr $clk_period * $clk_io_pct] -clock clk0 $non_clock_inputs
set_output_delay [expr $clk_period * $clk_io_pct] -clock clk0 [all_outputs]
==> impl_metrics.yaml <==
# implementation run metrics
outcome:
  status: "complete, no violations"
global_routing:
  grt_use_met3_pct: 20.17
  grt_pass1_wl_mm: 275.1
  grt_overflow_total: 0
  grt_start_max_net_pins: 48
  antenna_found_initial: 8
  grt_use_met1_pct: 50.09
  track_usage_pct: 39.40
  grt-busiest-layer: "met2"
  use_met2_pct: 55.26
  grt_pass1_vias: 39318
final_layout:
  regArea_sq_um: 0
  instances_no_fill: 6438
  clockBufferCount: 0
  flops: 0
  design_area_sq_mm: 0.04390
  final_cell_mix: "inv_1, fa_1, nor2_1"
  logic_area_sq_mm: 0.03631
  fillCellCount: 10354
  layout-drive-gt1-share_pct: 4.856
  final_common_cell: "inv_1"
  areaGrowthSynthToFinish_pct: 6.411
floorplan:
  io_pins: 100
  dieArea_sq_mm: 0.1044
  rows: 117
  chipHeight_um: 323.2
  dieWidth_um: 323.2
  fp_util_pct: 40.44
  coreArea_sq_mm: 0.1020
timing:
  tightest_slew_ps: 1118
  max_slew_margin_pct: 24.66
  setup_viol: 0
  hold_violations: 0
  fmax_mhz: 45.80
  slew_violations: 0
  post-route-min-period_ps: 21840
  rsz0062_at_grt: "false"
  period_used_pct: 74.27
  finalSetupTns_ps: 0
logic_synthesis:
  synth_cell_type_count: 80
  syn_area_sq_mm: 0.04126
  netlist_instances: 5145
  yosysWarnings: 3
  syn_avg_cell_area_sq_um: 8.019
  ys_seq_share_pct: 0
  ys_cells: 5145
  ys_area_sq_mm: 0.04126
detailed_routing:
  final_antenna_net_count: 0
  vias_per_cell: 5.869
  vias: 37783
  drt_first_pass_iters: 6
  wl_mm: 189.9
  drc: 0
  wl_per_cell_um: 29.50
  drt_iter0_drc: 3220
setup_path:
  critPathMaxFanout: 20
  critical_path_class: "in -> out"
  cp.arrival_ps: 15960
  required_ps: 23520
  critPathCaptureType: "output pin"
  startpoint_type: "input port"
  worst_path_max_delay_cell: "a2111oi_0"
  cp_slowest_stage_delay_ps: 970
  crit_path_frequent_cell: "fa_1"
place:
  dp_cells: 6434
  dpl_cell_area_sq_mm: 0.04389
  dp_hpwl_mm: 147.5
  gpl.final_weighted_congestion: 1.124
  portBuffers: 100
flow_run:
  maxCapViolations: 0
  tool_warnings: 97
clock_network:
  post_cts_buffers: 0
  cts_hold_buf: 0
  cts_resized: 0
pwr:
  switching_share_pct: 68.84
  ir_drop_v: 0.0007403
  powerDensity_mw_per_mm2: 398.3
  p_sw_uw: 12040
  power.total_uw: 17490
  internal_power_uw: 5449
  leakagePower_uw: 0.02155
worst_hold_path:
  min_path_type: "in -> out"
Yosys cell counts, drive strengths merged, types with 22 or more instances:
library cell  number  area [sq um]
clkbuf           248         930.9
nand4             35         219.0
nand3             45         225.2
nand2            593          2228
nor3              49         245.2
o211ai            34         255.2
buf               95         375.4
a211oi            40         300.3
a21oi            202          1015
ha               360          4504
o221ai            27         236.5
nand2b            24         150.1
mux4              37         833.3
fa               898         17980
a221oi            26         227.7
inv              961          3607
o21ai            159         799.5
xnor2             34         297.8
xor2              27         236.5
mux2i             52         520.5
nor2             801          3007
o31ai             22         165.2
a21o              39         292.8
o21bai            22         165.2
cell families after synthesis:
family / count (synthesis) / share of synthesized area (%)
and+or+nand+nor: 1646 / 16.33
buffers and inverters: 1318 / 12.04
AOI/OAI and AO/OA: 762 / 12.27
xor gates and xnor gates: 61 / 1.295
muxes: 100 / 3.581
adders and majority gates: 1258 / 54.49
critical path, delay by kind of cell:
family / cells / cell delay [ps]
buffers and inverters: 10 / 2430
AND/OR/NAND/NOR: 3 / 550
AND-OR/OR-AND: 6 / 2300
adder cells (fa/ha/maj): 9 / 4530
XOR/XNOR: 1 / 220
power groups by stage:
stage                 registers, uW  clock network [uW]  logic [uW]
after global routing              0                   0       18500
after CTS                         0                   0       16800
stage by stage:
| step | utilization (%) | worst slack (ps) | hold slack, ps |
|---|---|---|---|
| after floorplan | - | 9443 | 11940 |
| after global placement | 43.02 | 7832 | 13130 |
| after detailed placement | 43.02 | 7871 | 13110 |
| after CTS | 43.02 | 7771 | 13120 |
| after global routing | 43.02 | 7280 | 13150 |
| final | 43.03 | 7565 | 13140 |
per-layer routing:
| layer | share of wire, % | up-vias |
|---|---|---|
| li1 | - | 15981 |
| met1 | 36 | 18911 |
| met2 | 42 | 2320 |
| met3 | 14 | 558 |
| met4 | 7.4 | 13 |
| met5 | 0.18 | - |
area by class of cell:
type,count,area share [%]
Multi-Input combinational cell,3827,82.70
Inverter,975,8.336
Timing Repair Buffer,264,5.038
Tap cell,1368,3.899
Antenna cell,4,0.02280
worst paths after layout:
| path | startpoint | to | cells past startpoint |
|---|---|---|---|
| hold / removal | inALUb[1] | outALU[1] | 6 |
| setup / recovery | inALUa[16] | outALU[0] | 29 |
Power and IR drop assume default switching activity.
